## flow/instructions.list

```
0123 // $3 = $1 + $2
0346 // $6 = $3 + $4
1567
2218
1679
3090
7151
7000 // R0 = 0
4122
5233
6314
9002 // if R0=0, PC+2
7001 // R0 = 0
7002 // R0 = 0
7080 // R0 = 8
7091 // R1 = 9
B010 // M[8] = 9
F002 // R2 = M[8] = 9
4210 //R0 = R2 + 1 = 10 
E005
F000
A2FE
0123 // $3 = $1 + $2
0346 // $6 = $3 + $4
1567
2218
C000
3090
7151
7000 // R0 = 0
4122
5233
82FE
6314
```

## flow/run.sh

```bash
#!/bin/bash
# OpenROAD 26Q1-2900-gdf79404cd8, Yosys 0.63+post, stock flow scripts
make -C /OpenROAD-flow-scripts/flow DESIGN_CONFIG=/design/flow/config.mk WORK_HOME=/design/flow/orfs finish
```

## flow/config.mk

```make
export PLATFORM = sky130hd
export DESIGN_NAME = RAM
export DESIGN_NICKNAME = RAM
export VERILOG_FILES = /design/flow/design.v
export SDC_FILE = /design/flow/constraint.sdc
export NUM_CORES = 4
export LEC_CHECK = 1
export CORE_UTILIZATION = 50
```

## flow/constraint.sdc

```tcl
current_design RAM

set clk_period 14.8
set clk_io_pct 0.2

create_clock -name clk0 -period $clk_period [get_ports {nclk}]

set non_clock_inputs [all_inputs -no_clocks]
set_input_delay [expr $clk_period * $clk_io_pct] -clock clk0 $non_clock_inputs
set_output_delay [expr $clk_period * $clk_io_pct] -clock clk0 [all_outputs]
```

## flow/design.v

```verilog
module Registers (
    input nclk, enable,
	input [3:0] address_A, address_B, address_D,
	input [7:0] data_in,
	output [7:0] out_A, out_B
);
  	reg [7:0] memory [0:16];
  	assign out_A = memory[address_A];
  	assign out_B = memory[address_B];
  	always @ (negedge nclk) begin
		if(enable == 1) begin
			memory[address_D] <= data_in;
      	end
  	end
  	integer i;
  	initial begin
      for (i = 0; i < 128; i= i + 1) 
        memory[i] = i;
    end
endmodule
module ROM(
  input[7:0]address,
  output[15:0] data_out
);
  wire [15:0] data_out;
  reg [15:0] memory [0:256];
  assign data_out = memory[address];
initial begin
 $readmemh("instructions.list", memory);
end
endmodule
module RAM(
	input nclk, enable,
	input[7:0] address, data_in,
	output[7:0] data_out
);
  wire [7:0] data_out;
  reg [7:0] memory [0:256];
  assign data_out = memory[address];
  always @ (negedge nclk)begin
	if (enable)
		memory[address] <= data_in;
  end
	integer i;
initial begin
	for (i = 0; i < 256; i= i + 1) 
        memory[i] = i;
end
endmodule
```

==> impl_metrics.py <==
# Flow results
metrics = {
    "drt": {
        "drt-pass1-iter-count": 5,
        "drt_iter0_drc": 2696,
        "detail_route.vias_per_cell": 5.48,
        "wire_per_inst_um": 24.8,
        "route.detailed.drc": 0,
        "via_count": 43853,
        "postRouteWirelength_mm": 198,
        "route.antenna.remaining_nets": 0,
    },
    "synth": {
        "netlist_logic_family_top": "multiplexers",
        "ys_async_rst_share_pct": 0,
        "synth-area-yosys_sq_um": 78300,
        "ys_ff": 2048,
        "primary_ff_master_synth": "sky130_fd_sc_hd__edfxtp_1",
        "yosys.area_share.adder_pct": 0,
        "synth-xor-area-share_pct": 0,
        "synthAoiAreaFrac_pct": 3.63,
        "edf_count": 2048,
        "synth.cellmix.simpleShare_pct": 1.71,
        "ys_seq_share_pct": 78.6,
        "netlist-cell-type-count": 22,
        "synth.area.mux_share_pct": 14.7,
        "gate_count_post_synth": 3535,
        "synth.yosys.warnings": 1,
        "yosysCellCount": 3535,
        "post_synth.cell_area_avg_sq_um": 22.1,
        "mappedNetlistArea_sq_um": 78300,
    },
    "layout": {
        "reg.largest.list": "memory (2048)",
        "areaGrowthSynthToFinish_pct": 23.6,
        "post_route_cells_drive_above_1_share_pct": 17.8,
        "final_util_pct": 62.5,
        "largest_register_ffs": 2048,
        "num-fill-cells": 10196,
        "regMostFlops": "memory",
    },
    "grt": {
        "grt_first_pass_wirelength_mm": 295,
        "globalRouteOverflowTotal": 0,
        "grt_pass1_vias": 52928,
        "grtUsageTotal_pct": 29.4,
        "antenna_found_initial": 5,
        "maximum_number_of_pins_on_one_net_before_global_route_repair": 137,
    },
    "clocking": {
        "post_cts_clock_slew_at_the_launch_and_capture_registers_of_the_worst_setup_and_hold_paths_ns": 0.03,
        "clock-sinks": 2048,
        "postCtsHoldBufs": 0,
        "cts_tree": "built",
        "cts_root_buffer": "sky130_fd_sc_hd__clkbuf_16",
        "post_cts_resized": 0,
        "cts_max_level": 4,
        "cts_max_path_buffers": 3,
        "post-cts-setup-buffer-count": 0,
        "cts_buffers": 211,
    },
    "pwr": {
        "power.static_leakage_nw": 38.3,
        "power_density_nw_per_um2": 151,
        "worst_vdd_ir_v": 0.000123,
    },
    "outcome": {
        "run_status": "finished, final reports clean",
    },
    "worst_setup_path": {
        "crit_family": "AND-OR/OR-AND gates",
        "timing_worst_setup_path_type": "reg2out",
        "crit_chain": "mux4_2, a22oi_1, a21oi_1, o41ai_1, nand4_1, clkdlybuf4s50_1",
        "slowest_cp_cell": "sky130_fd_sc_hd__o41ai_1",
        "critPathBufInv": 1,
        "setup.worst_path.start": "memory[59][2]",
        "worst_setup_path_start_kind": "flop",
        "cp_max_fo": 1,
        "worst-endpoint-arrival_ns": 11.48,
        "worst-endpoint-required_ns": 11.84,
        "endpoint_class_of_the_critical_path": "output port",
        "max_stage_delay_ns": 0.90,
    },
    "job": {
        "log.warning_count": 1039,
        "maxCapViolCount": 0,
    },
    "floorplanning": {
        "floorplan.core_util_pct": 50.6,
        "core_region_area_sq_um": 155000,
        "ioPinCount": 26,
        "die_h_um": 398,
        "chipWidth_um": 398,
        "fp.dieArea_sq_um": 158000,
        "cell_rows": 144,
    },
    "worst_hold_path": {
        "hold_path.startpoint": "address[7]",
        "min-delay-path-class": "in2out",
    },
    "placement": {
        "gp_congestion": 0.910,
        "place.detailed.hpwl_mm": 113,
        "pre_cts_ws_ns": 1.12,
        "port_buffers": 25,
    },
    "final_timing": {
        "setup_viol": 0,
        "timing.final.max_slew_violations": 0,
        "remaining_max_slew_budget_at_the_tightest_pin_pct": 23.2,
        "final-hold-violation-count": 0,
        "layout_setup_ws_ns": 0.356,
        "rsz0062_at_grt": "false",
        "worst-slew-pin-transition_ns": 1.15,
        "timing.hold.ws_ns": 7.61,
        "finalSetupTns_ns": 0,
    },
}
cell families after synthesis:
| group | count (synthesis) |
|---|---|
| flip-flops | 2048 |
| AND-OR/OR-AND | 416 |
| buffers and inverters | 227 |
| multiplexers | 512 |
| AND/OR/NAND/NOR | 332 |
report_power, final:
group          switching, mW  total, mW  internal, mW
Clock                   3.56       7.65          4.09
Combinational          0.353      0.538         0.185
Sequential           0.00287       6.45          6.45
placed cells by master, fill, tap and decap left out, drive strengths merged:
cell type / count
clkbuf: 220
diode: 3
nor2b: 6
nor2: 257
clkinvlp: 51
nand2b: 7
and3: 1
edfxtp: 2048
inv: 2114
clkinv: 11
a21oi: 128
nand3b: 2
a22oi: 256
bufinv: 43
buf: 197
nand2: 34
nand4: 8
and2: 2
mux4: 512
o41ai: 32
clkdlybuf4s50: 15
nand3: 5
nor3: 8
or2: 2
area by class of cell:
| cell class | count | area [sq um] | area share, % |
|---|---|---|---|
| antenna | 3 | 7.51 | 0.00776 |
| clock buffer | 212 | 5310 | 5.49 |
| clock inverter | 2218 | 9740 | 10.1 |
| inverter | 1 | 3.75 | 0.00388 |
| multi-input combinational | 1260 | 15700 | 16.3 |
| sequential | 2048 | 61500 | 63.6 |
| tap | 2044 | 2560 | 2.64 |
| timing repair buffer | 220 | 1850 | 1.92 |
routing by layer:
layer  share of wire (%)  global-route usage [%]
met1                  32                    35.4
met2                  48                    38.8
met3                  17                    25.3
met4                 3.1                    12.7
met5                0.34                    3.45
stage by stage:
step / cell area (sq um) / cells / total power, mW
2_1_floorplan: 78300 / 3535 / 7.62
3_3_place_gp: 81700 / 5574 / 7.87
3_5_place_dp: 81700 / 5574 / 7.88
4_1_cts: 96700 / 8003 / 14.9
5_1_grt: 96700 / 8006 / 15.6
6_report: 96700 / 8006 / 14.6
path summary, 6_finish.rpt:
| kind | endpoint | slack, ns | cells past startpoint |
|---|---|---|---|
| max | data_out[2] | 0.36 | 6 |
| min | data_out[0] | 7.61 | 6 |
synthesized netlist by cell type (all sizes together) (6+ instances only):
| cell type | n | area (sq um) |
|---|---|---|
| a22oi | 256 | 1920 |
| clkbuf | 126 | 473 |
| o41ai | 32 | 280 |
| nand2b | 7 | 43.8 |
| buf | 99 | 574 |
| nor2b | 6 | 37.5 |
| edfxtp | 2048 | 61500 |
| nor2 | 257 | 965 |
| a21oi | 128 | 641 |
| mux4 | 512 | 11500 |
| nand2 | 34 | 128 |
| nor3 | 8 | 40.0 |
| nand4 | 8 | 50.1 |
No activity file was given, so power comes from the tool's default toggle rates.
